==> flow/design.v <==
module gamma_f #(
  parameter int WIDTH = 32
)(
  input  logic             clk,
  input  logic             rst,
  input  logic             en,
  input  logic [WIDTH-1:0] Cin,      
  input  logic [WIDTH-1:0] S1in,     
  input  logic [WIDTH-1:0] S2in,     
  output logic [WIDTH-1:0] Cout,     
  output logic [WIDTH-1:0] Sout      
);
  logic [2*WIDTH-1:0] t1;
  logic [WIDTH-1:0]   S2in_reg;
  always_ff @(posedge clk or posedge rst) begin
    if (rst) begin
      t1        <= 0;
      S2in_reg  <= 0;
    end else if (en) begin
      t1        <= S1in + Cin;
      S2in_reg  <= S2in;
    end
  end
  always_ff @(posedge clk or posedge rst) begin
    if (rst) begin
      Cout <= 0;
      Sout <= 0;
    end else if (en) begin
      Sout <= t1[WIDTH-1:0];
      Cout <= S2in_reg + t1[2*WIDTH-1:WIDTH];
    end
  end
endmodule
==> flow/run.sh <==
#!/bin/bash
# OpenROAD 26Q1-2900-gdf79404cd8, Yosys 0.63+post, stock flow scripts
make -C /OpenROAD-flow-scripts/flow DESIGN_CONFIG=/design/flow/config.mk WORK_HOME=/design/flow/orfs finish
==> flow/config.mk <==
export PLATFORM = sky130hd
export DESIGN_NAME = gamma_f
export DESIGN_NICKNAME = gamma_f
export VERILOG_FILES = /design/flow/design.v
export SDC_FILE = /design/flow/constraint.sdc
export NUM_CORES = 4
export LEC_CHECK = 1
export CORE_UTILIZATION = 40
==> flow/constraint.sdc <==
current_design gamma_f

set clk_period 4.5
set clk_io_pct 0.2

create_clock -name clk0 -period $clk_period [get_ports {clk}]

set non_clock_inputs [all_inputs -no_clocks]
set_input_delay [expr $clk_period * $clk_io_pct] -clock clk0 $non_clock_inputs
set_output_delay [expr $clk_period * $clk_io_pct] -clock clk0 [all_outputs]
==> results_dict.tcl <==
# flow metrics
set metrics [dict create \
    timing.final.ws_setup_ns 1.07 \
    synth-edff-count 0 \
    syn-cell-area_um2 7110 \
    fp_util 0.411 \
    drt-vias-per-instance 5.14 \
    cts_buffer_depth 2 \
    pwr-share-clk 0.348 \
    dr.pass1.iters 4 \
    finClkSkew_ns 0.00584 \
    antenna_found_initial 0 \
    p_int_mw 2.69 \
    gp_congestion 0.861 \
    switching_share 0.263 \
    ys_ff 129 \
    path_cells "clkdlybuf4s50_1, ha_1, fa_1, a21o_2, a31o_1, a221o_1, o311a_1, nor4_2, or3_1, a31oi_1" \
    hold_buffers 0 \
    largest_register "t1" \
    cts-resized-gates 0 \
    timing.fmax_mhz 292 \
    largest_reg_flops 33 \
    ys_warn_count 1 \
    common_cells "129 x dfrtp_1, 84 x mux2_2, 73 x a21oi_1" \
    max_cap_violations 0 \
    required_ns 4.75 \
    area_growth_pct 33.1 \
    routed_wl_mm 16.1 \
    cp_max_fo 3 \
    grt_max_degree 69 \
    period_used_share 0.762 \
    ant_nets 0 \
    cp.arrival_ns 3.68 \
    top_cell "dfrtp_1" \
    setup_viol 0 \
    place_ws_ns 0.660 \
    crit_path_end_kind "register" \
    grt_pass1_vias 5223 \
    ys_cells 676 \
    cts_root_buffer "clkbuf_16" \
    avgSynthCellArea_um2 10.5 \
    drv_slew 0 \
    relSlewSlack 0.496 \
    routed-via-count 5488 \
    critPathLaunchType "primary input" \
    synthCells 676 \
    power.density_nw_per_um2 386 \
    warning_count 25 \
    switching_power_uw 961 \
    track_usage 0.185 \
    coreArea_um2 17300 \
    drc_errors 0 \
    core.rowCount 48 \
    r2r_slack_ns 2.03 \
    synthArstFlopShare 1.00 \
    rsz0062_at_grt "false" \
    cts_setup_buffers 0 \
    finalSetupTns_ns 0 \
    synth.distinct_cells 62 \
    hold_viol_final 0 \
    ios 163 \
    flop_cell "dfrtp_1" \
    worst_path_max_delay_cell "o311a_1" \
    die-area_um2 18300 \
    synth_seq_share 0.454 \
    worst_pin_slew_ns 0.757 \
    pwr-share-comb 0.241 \
    drive_gt1_frac 0.157 \
    path_class "in2reg" \
    die_h_um 135 \
    yosys_area_um2 7110 \
    ir_drop_uv 281 \
    cts_num_sinks 129 \
    leakagePower_nw 3.93 \
    clk_pin_slew_ns 0.06 \
    port_buffers 162 \
    routedWlPerCell_um 15.1 \
    cpLargestDelayFamily "AND-OR/OR-AND gates" \
    seqPwrFrac 0.411 \
    drt_iter0_markers 209 \
    overflow 0 \
    htree_levels 4 \
    synth_top_cell_by_area "dfrtp_1" \
    hpwlAfterDp_mm 12.1 \
    n_fill_cell 1457 \
    cts_tree "yes" \
    area_leaders "dfrtp_1 45%, mux2_2 13%, ha_1 6.0%" \
    hold_path_class "reg2reg" \
    fin_crit_ns 3.43 \
    regArea_um2 3230 \
    status "finished, final reports clean" \
    logic_area_um2 3680 \
    cp_num_buf_inv 1 \
    grt_pass1_wl_mm 26.1 \
    die_x_um 135 \
    clk-insertion-delay-late_ns 0.41 \
    synth_top_area_share 0.454 \
    cts_buffers 17 \
    slowest_delay_ns 0.41 \
    num_antenna_cells 0 \
]
==> layout by cell type (no fill, tap or decap), types with 17 or more instances in the layout <==
master             n
nand2_1           42
a21oi_1           73
mux2_2            84
dfrtp_1          129
xor2_1            25
clkbuf_16         17
clkdlybuf4s50_1  161
xnor2_1           26
ha_1              34
nor2_1            64
==> per-layer routing <==
layer  GRT usage  part of all wire  vias to the layer above
met4      0.0218             0.013                        0
met2       0.270              0.44                      145
met3      0.0298             0.046                       18
met5           0                 0                        -
li1            -                 -                     2768
met1       0.308              0.51                     2557
==> worst register-to-register path: stages, from the launching register on <==
cell,delay [ns]
dfrtp_1,0.36
ha_1,0.22
nand4_1,0.23
or4_1,0.75
nor3_2,0.38
nand3_1,0.15
xor2_1,0.16
a21oi_1,0.14
==> worst paths after layout <==
| kind | start | endpoint | cells after the start |
|---|---|---|---|
| max | Cin[0] | t1[30]$_DFFE_PP0P_ | 10 |
| min | t1[25]$_DFFE_PP0P_ | t1[25]$_DFFE_PP0P_ | 2 |
| max reg2reg | t1[32]$_DFFE_PP0P_ | Cout[31]$_DFFE_PP0P_ | 7 |
| min reg2reg | t1[25]$_DFFE_PP0P_ | t1[25]$_DFFE_PP0P_ | 2 |
| max in group asynchronous | rst | t1[28]$_DFFE_PP0P_ | 3 |
| min in group asynchronous | rst | Cout[16]$_DFFE_PP0P_ | 2 |
==> logic make-up (layout without fill, tap and decap cells) <==
group,count (synthesis),count (layout),synth area share
multiplexers,84,84,0.133
buffers and inverters,43,210,0.0276
AND-OR/OR-AND,160,160,0.144
flip-flops,129,129,0.454
AND/OR/NAND/NOR,174,174,0.116
XOR/XNOR,51,51,0.0628
adder cells (fa/ha/maj),35,35,0.0627
==> stage by stage <==
step | util | cells | total power [mW] | area (um^2) | hold WS (ns)
floorplan | - | 676 | 1.95 | 7110 | 0.446
global placement | 0.515 | 1037 | 2.40 | 8910 | 0.482
detailed placement | 0.515 | 1037 | 2.41 | 8910 | 0.491
CTS | 0.547 | 1068 | 3.71 | 9460 | 0.501
global route | 0.547 | 1068 | 3.87 | 9460 | 0.513
finish | 0.547 | 1068 | 3.66 | 9460 | 0.498
==> power by group through the flow <==
stage	Combinational, mW	Clock, mW	Sequential (mW)
6_report	0.881	1.27	1.50
5_1_grt	0.970	1.36	1.54
4_1_cts	0.894	1.31	1.51
==> cell type report <==
type / instances / area share
multi-input cells: 504 / 0.389
well taps: 225 / 0.0297
repair buffers: 166 / 0.176
flip-flops and latches: 129 / 0.341
clock inverters: 13 / 0.0120
inverters: 13 / 0.00542
clock buffers: 18 / 0.0464
Power and IR drop assume default switching activity.
