==> flow/design.v <==
module gamma #(
  parameter int WIDTH = 32
)(
  input  logic             clk,
  input  logic             rst,
  input  logic             en,
  input  logic [WIDTH-1:0] Cin,      
  input  logic [WIDTH-1:0] Sin,      
  input  logic [WIDTH-1:0] m,        
  input  logic [WIDTH-1:0] pj,       
  output logic [WIDTH-1:0] Cout,     
  output logic [WIDTH-1:0] Sout      
);
  logic [WIDTH-1:0]  t1;
  logic [2*WIDTH-1:0] t2;
  logic [2*WIDTH-1:0] t3;
  always_ff @(posedge clk or posedge rst) begin
    if (rst) begin
      t1 <= 0;
      t2 <= 0;
    end else if (en) begin
      t1 <= Sin + Cin;
      t2 <= m * pj;
    end
  end
  always_ff @(posedge clk or posedge rst) begin
    if (rst) begin
      t3 <= 0;
    end else if (en) begin
      t3 <= t1 + t2;
    end
  end
  always_ff @(posedge clk or posedge rst) begin
    if (rst) begin
      Cout <= 0;
      Sout <= 0;
    end else if (en) begin
      Cout <= t3[2*WIDTH-1:WIDTH];    
      Sout <= t3[WIDTH-1:0];          
    end
  end
endmodule
==> flow/run.sh <==
#!/bin/bash
# OpenROAD 26Q1-2900-gdf79404cd8, Yosys 0.63+post, stock flow scripts
make -C /OpenROAD-flow-scripts/flow DESIGN_CONFIG=/design/flow/config.mk WORK_HOME=/design/flow/orfs finish
==> flow/config.mk <==
export PLATFORM = sky130hd
export DESIGN_NAME = gamma
export DESIGN_NICKNAME = gamma
export VERILOG_FILES = /design/flow/design.v
export SDC_FILE = /design/flow/constraint.sdc
export NUM_CORES = 4
export LEC_CHECK = 1
export CORE_UTILIZATION = 40
==> flow/constraint.sdc <==
current_design gamma

set clk_period 18.8
set clk_io_pct 0.2

create_clock -name clk0 -period $clk_period [get_ports {clk}]

set non_clock_inputs [all_inputs -no_clocks]
set_input_delay [expr $clk_period * $clk_io_pct] -clock clk0 $non_clock_inputs
set_output_delay [expr $clk_period * $clk_io_pct] -clock clk0 [all_outputs]
==> impl_metrics.yaml <==
# physical design summary
global_routing:
  antenna_found_initial: 1
  grt_max_degree: 112
  grt_pass1_wl_um: 188000
  grt_pass1_vias: 33500
  grt_usage_pct: 22.4
  grt_overflow: 0
drt:
  drt-initial-drc-count: 1468
  drt-vias-per-instance: 5.02
  dr.max_layer_used: "met5"
  drt_wl_total_um: 117000
  met1_length_um: 46300
  wl_per_cell_um: 18.6
  wl_met3_um: 8670
  vias: 31700
  first_pass_iters: 5
  wl_met2_um: 59100
  diodes: 0
  ant_nets: 0
  drc: 0
die:
  initial_utilization_pct: 40.3
  die_h_um: 338
  core_um2: 112000
  io-pin-count: 195
  num_rows: 123
  die_area_um2: 114000
  dieWidth_um: 338
clock_network:
  cts_max_level: 1
  cts_hold_buf: 0
  cts_sinks: 224
  cts_made_buffers: 19
  clock_path_buffers: 3
  cts_resized: 0
  tritoncts: "built"
  cts-root-buf: "clkbuf_16"
  clock.latency.late_pin_ns: 0.50
  post_cts_buffers: 0
  path_clk_slew_ns: 0.07
setup_path:
  path_class: "input port to register"
  crit_fanout: 32
  cp-start-kind: "input port"
  arrival_ns: 11.81
  crit_path_end_kind: "register"
  cp-startpoint: "pj[9]"
  required_ns: 19.20
  r2r_start: "t1[1]$_DFFE_PP0P_"
logic_synthesis:
  ys_seq_elements: 224
  synth.cell_area_um2: 45200
  yosys-stat-cells: 4765
  synth_warnings: 1
  synth.distinct_cells: 77
  ys_chip_area_um2: 45200
  edf_count: 0
  flop_cell: "dfrtp_1"
  synth_cells: 4765
  synth.avg_cell_area_um2: 9.49
  ys_async_sr_fraction_pct: 100
  ys_seq_share_pct: 12.4
cells_and_area:
  syn_to_final_growth_pct: 8.90
  stdcell_count: 6310
  layout_top_cells: "inv_1 (898), fa_1 (898), and2_1 (615)"
  flop_area_um2: 5610
  logic_area_um2: 35300
  num-fill-cells: 10900
  layout-drive-gt1-share_pct: 6.11
run:
  warning_count: 27
  maxCapViolCount: 0
timing:
  finClkSkew_ns: 0.0161
  drv_slew: 0
  rsz0062_at_grt: "false"
  setup_tns_ns: 0
  final.period_utilization_pct: 60.7
  period_needed_ns: 11.41
  final_hold_viol_count: 0
  max_slew_margin_pct: 42.2
  fmax_mhz: 87.6
  setup_violations: 0
  worstMarginPinSlew_ns: 0.858
place:
  dp_hpwl_um: 93300
  port_buffers: 194
  place_congestion: 0.926
  dp_cells: 6279
min_path:
  min_path_type: "register to register"
  worstHoldStart: "t3[26]$_DFFE_PP0P_"
status:
  outcome: "complete, no violations"
## cells by family (layout without fill, tap and decap cells)
| group | Yosys count | in the layout | synth area share, % |
|---|---|---|---|
| simple gates | 1405 | 1405 | 15.9 |
| fa+ha+maj | 1224 | 1224 | 48.8 |
| buf+inv | 1152 | 1197 | 9.57 |
| compound gates | 450 | 450 | 6.46 |
| flops | 224 | 224 | 12.4 |
| mux | 167 | 167 | 4.16 |
| xor+xnor | 143 | 143 | 2.77 |
## routing by layer
| metal | vias up | global-route usage (%) |
|---|---|---|
| met3 | 122 | 6.78 |
| li1 | 14600 | - |
| met4 | 2 | 4.80 |
| met5 | - | 0.208 |
| met1 | 16100 | 30.7 |
| met2 | 882 | 36.3 |
## Yosys cell counts, types with 75 or more instances
master | count | area, µm²
inv_1 | 899 | 3370
mux2_2 | 164 | 1850
xnor2_1 | 84 | 736
nor2_1 | 99 | 372
nand2_1 | 521 | 1960
clkbuf_1 | 242 | 908
a21oi_1 | 160 | 801
fa_1 | 898 | 18000
o21ai_0 | 75 | 375
dfrtp_1 | 224 | 5610
ha_1 | 326 | 4080
and2_1 | 615 | 3850
## metrics by stage
stage	hold slack (ns)	utilization, %	setup WS [ns]	instance area [µm²]
after floorplan	0.456	-	8.20	45200
after global placement	0.476	43.3	6.97	48700
after detailed placement	0.491	43.3	6.91	48700
after CTS	0.494	43.8	7.44	49300
after global routing	0.514	43.8	6.94	49300
final	0.493	43.8	7.39	49300
## final timing paths
path	to	slack, ns	cells after the start
max in group asynchronous	Cout[17]$_DFFE_PP0P_	13.22	4
worst min register to register	Sout[26]$_DFFE_PP0P_	0.49	1
worst min-delay path	Sout[26]$_DFFE_PP0P_	0.49	1
worst max register to register	t3[31]$_DFFE_PP0P_	15.32	11
min in group asynchronous	Sout[15]$_DFFE_PP0P_	3.72	2
worst max-delay path	t2[57]$_DFFE_PP0P_	7.39	24
## worst max-delay path: stages
cell	delay [ns]
clkdlybuf4s50_1	0.45
buf_4	0.39
and2_1	0.22
fa_1	0.44
fa_1	0.54
inv_1	0.06
fa_1	0.56
fa_1	0.48
fa_1	0.55
inv_1	0.05
fa_1	0.44
fa_1	0.50
fa_1	0.41
ha_1	0.38
inv_1	0.11
nor3_1	0.32
o2111ai_1	0.16
o21ai_0	0.71
a21oi_1	0.16
o21ai_0	0.31
a41oi_1	0.24
a31oi_1	0.28
nor3_1	0.08
o31ai_1	0.18
## flip-flops by register name, summed over array words and instances, names as in the netlist
name,cells
t3,64
Cout,32
Sout,32
t1,32
t2,64
## cell type report
class	instances	share of cell area, %
Clock buffer	24	1.04
Clock inverter	7	0.178
Inverter	899	6.87
Multi-Input combinational cell	3389	71.7
Sequential cell	224	11.4
Tap cell	1500	3.81
Timing Repair Buffer	267	5.06
