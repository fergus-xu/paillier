`design/flow/config.mk`:
```
export PLATFORM = sky130hd
export DESIGN_NAME = alpha_f
export DESIGN_NICKNAME = alpha_f
export VERILOG_FILES = /design/flow/design.v
export SDC_FILE = /design/flow/constraint.sdc
export NUM_CORES = 4
export LEC_CHECK = 1
export CORE_UTILIZATION = 50
```
`design/flow/run.sh`:
```
#!/bin/bash
# OpenROAD 26Q1-2900-gdf79404cd8, Yosys 0.63+post, stock flow scripts
make -C /OpenROAD-flow-scripts/flow DESIGN_CONFIG=/design/flow/config.mk WORK_HOME=/design/flow/orfs finish
```
`design/flow/design.v`:
```
module alpha_f #(
    parameter int WIDTH = 32
)(
    input  logic                  clk,
    input  logic                  rst,
    input  logic                  en,
    input  logic [WIDTH-1:0]      Cin,
    input  logic [WIDTH-1:0]      Sin,
    output logic [WIDTH-1:0]      Cout,
    output logic [WIDTH-1:0]      Sout
);
    logic [2*WIDTH-1:0] t1;
    always_ff @(posedge clk or posedge rst) begin
        if (rst)
            t1 <= '0;
        else if (en)
            t1 <= Cin + Sin;
    end
    always_ff @(posedge clk or posedge rst) begin
        if (rst) begin
            Sout <= '0;
            Cout <= '0;
        end else begin
            Sout <= t1[WIDTH-1:0];
            Cout <= t1[2*WIDTH-1:WIDTH];
        end
    end
endmodule
```
`design/flow/constraint.sdc`:
```
current_design alpha_f

set clk_period 1.5
set clk_io_pct 0.2

create_clock -name clk0 -period $clk_period [get_ports {clk}]

set non_clock_inputs [all_inputs -no_clocks]
set_input_delay [expr $clk_period * $clk_io_pct] -clock clk0 $non_clock_inputs
set_output_delay [expr $clk_period * $clk_io_pct] -clock clk0 [all_outputs]
```
==> results.toml <==
# flow metrics
[global_route]
grt.overflow.total = 0
grt_max_degree = 67
antenna_found_initial = 0
track_usage_pct = 28.0
grt_pass1_wl_um = 18300
grt_pass1_vias = 3718

[setup_path]
cp_top_family = "AND-OR/OR-AND gates"
slowest_delay_ps = 370
crit_arrival_ps = 2520
start_kind = "primary input"
path_max_fanout = 5
crit_top_cell = "o211ai_1"
crit_type = "in2reg"
end_kind = "register"
crit_chain = "buf_6 > ha_4 > o211ai_1 > o211ai_1 > buf_4 > a31oi_4 > o211ai_2 > o31a_1 > a21o_1 > xor2_1 > mux2_4"
crit_slowest_cell = "o31a_1"
path_buffers = 2
worstPathRequired_ps = 1720

[routing]
wl_per_cell_um = 19.4
avgViaCountPerCell = 5.51
first_pass_iters = 4
ant_nets = 0
drc_errors = 0
dr_total_vias = 3846
num_antenna_cells = 0
drtIter0Drc = 172
drt-total-wl_um = 13600

[floorplan]
die_x_um = 91.8
fp-row-count = 32
core_mm2 = 0.00777
io_pins = 131
die_h_um = 91.8
die_area_mm2 = 0.00843
initial_core_util_pct = 51.9

[power_and_ir_drop]
power_per_cell_area_mw_per_mm2 = 1030
total_power_mw = 7.08
vdd_drop_max_mv = 0.625
p_leak_nw = 3.10

[yosys]
syn_avg_cell_area_um2 = 10.6
synth_cell_types = 53
area_leaders = "dfrtp_1 41%, ha_1 9.9%, mux2_2 7.5%"
top_area_cell = "dfrtp_1"
ys.warnings.count = 1
ys_area_mm2 = 0.00404
yosysTopAreaCellShare_pct = 40.9
syn_area_mm2 = 0.00404
synth_flops = 66
top_cells_by_count = "66 x dfrtp_1, 37 x a21oi_1, 32 x ha_1"
synth.most_common_cell = "dfrtp_1"
synthArstFlopShare_pct = 100
ff_type = "dfrtp_1"
edf_count = 0
yosysCellCount = 382
ys_seq_share_pct = 40.9
synthCells = 382

[sta]
post-route-min-period_ps = 2290
rsz0062_at_grt = "true"
setup_ws_ps = -792
hold_viol = 0
fmax_mhz = 436
whs_ps = 299
maxSlewViolCount = 0
fin_worst_skew_ps = 8.17
period_used_pct = 153
finalSetupViolCount = 27

[flow_run]
drv_cap = 0
openroad.warnings = 29

[layout]
n_fill_cell = 302
logic_area_mm2 = 0.00292
design_area_mm2 = 0.00687
drive_gt1_share_pct = 46.0
seqCellArea_mm2 = 0.00165
postLayoutCoreUtil_pct = 88.4
area_growth_pct = 70.2

[min_path]
hold_path.class = "in2reg"

[clocking]
clockBufferDepth = 2
clk_pin_slew_worst_paths_ps = 80
cts.sinks = 66
cts_root_buffer = "clkbuf_8"
numCtsBuffers = 9
h-tree-depth = 3
cts_tree = "yes"
insertion_delay_ps = 330

[placement]
place_hpwl_um = 6680
place_congestion = 0.885
port_buffers = 99
dpl-instance-area_mm2 = 0.00569
post-place-ws_ps = -1490

[run_status]
status = "complete, but fails checks"
violations = "setup timing"
[worst paths after layout]
path                       startpoint        to  slack [ps]  cells after the start
max in group asynchronous         rst     t1[5]         790                      3
setup / recovery               Cin[2]    t1[31]        -790                     11
min in group asynchronous         rst  Sout[28]         400                      3
hold reg to reg                t1[25]  Sout[25]         370                      0
hold / removal                 Sin[0]     t1[0]         300                      3
setup reg to reg               t1[18]    t1[18]         700                      1
[power by group]
group          total (mW)  internal [mW]  switching, mW
combinational        2.63           1.60           1.03
clock                2.05           1.32          0.721
sequential           2.41           2.22          0.191
[metrics by stage]
| stage | cells | setup TNS [ps] |
|---|---|---|
| 3_3_place_gp | 650 | -33400 |
| 5_1_grt | 698 | -15110 |
| 3_5_place_dp | 650 | -34080 |
| 6_report | 698 | -13860 |
| 2_1_floorplan | 412 | -12870 |
| 4_1_cts | 686 | -11390 |
[state kept, by name (all words and copies together), names as in the netlist]
| name | flops |
|---|---|
| t1 | 33 |
| Sout | 32 |
| Cout | 1 |
[kinds of logic after synthesis]
logic type               count (synthesis)  synth area share (%)
AND/OR/NAND/NOR                         72                  8.59
AND-OR/OR-AND                          104                  18.6
flip-flops                              66                  40.9
buffers and inverters                   51                  7.78
other                                    1                0.0929
adder cells (fa/ha/maj)                 33                  10.4
XOR/XNOR                                28                  6.08
multiplexers                            27                  7.53
[routing by layer]
layer  global-route usage (%)  part of all wire, %  up-vias
met2                     43.2                   46      193
met1                     44.7                   43     1893
li1                         -                    -     1731
met4                     3.13                  2.0        0
met5                        0                    0        -
met3                     4.98                  8.7       29
[tightest hold or removal path, delay by kind of cell]
| family | cells | cell delay [ps] |
|---|---|---|
| adders and majority gates | 1 | 100 |
| muxes | 1 | 130 |
| buffers and inverters | 1 | 70 |
[placed cells by master (no fill, tap or decap), types with 6 or more instances in the layout]
cell and count:
nand2_1 16, dfrtp_1 66, buf_2 7, conb_1 31
nand4_1 6, a21oi_1 21, a21o_1 12, clkdlybuf4s15_1 9
mux2_2 9, dlygate4sd2_1 11, o21ai_0 9, xor2_1 11
a21oi_2 15, ha_4 24, xnor2_1 12, buf_4 95
ha_1 8, buf_6 25, inv_1 8, clkdlybuf4s50_1 52
nor2_1 18, clkbuf_8 10, mux2_4 18
[what timing repair did]
action                     in CTS  in global routing
pin swaps                      66                 66
setup endpoints to repair      30                 29
resized                       189                 69
hold buffers                    0                  0
buffers inserted               24                 15
[layout make-up]
type,instances,area share [%]
Clock buffer,10,2.00
Clock inverter,6,2.00
Inverter,9,0.547
Multi-Input combinational cell,295,42.6
Sequential cell,66,24.0
Tap cell,102,1.86
Timing Repair Buffer,210,27.0
